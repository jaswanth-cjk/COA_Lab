==> flow/design.v <==
`timescale 1ns / 1ps
module CLA_4_bit_Augmented(a, b, c_in, sum, c_out, P, G);
	 input [3:0] a, b;
    input c_in;
    output [3:0] sum;
    output c_out, P, G;
    wire [3:0] p;             
	 wire [3:0] g;            
    wire [3:0] c;            
    assign p = a ^ b;        
    assign g = a & b;        
    assign c[0] = c_in;
    assign c[1] = g[0] | (p[0] & c_in);
    assign c[2] = g[1] | (p[1] & g[0]) | (p[1] & p[0] & c_in);
    assign c[3] = g[2] | (p[2] & g[1]) | (p[2] & p[1] & g[0]) | (p[2] & p[1] & p[0] & c_in);
    assign sum = p ^ c;
    assign P = p[3] & p[2] & p[1] & p[0];
    assign G = g[3] | (p[3] & g[2]) | (p[3] & p[2] & g[1]) | (p[3] & p[2] & p[1] & g[0]);
    assign c_out = G + (P & c_in);
endmodule
`timescale 1ns / 1ps
module CLA_4_bit_Augmented_wrapper(input clk,input rst,  input [3:0] a, input [3:0] b, input c_in, output reg [3:0] sum,  output reg c_out, output reg P, output reg G);
      reg [3:0] a_reg;
		reg [3:0] b_reg;
		reg c_in_reg;
		wire [3:0] sum_net;
		wire c_outnet;
		wire P_net;
		wire G_net;
		always @(posedge clk)
		   begin 
			  if(rst)
			    begin 
				   a_reg<=4'b0;
					b_reg<=4'b0;
					c_in_reg<=0;
					sum<= 4'b0;
					c_out<=0;
					P<=0;
					G<=0;
				 end
			else 
			begin
			    a_reg<=a;
				 b_reg<=b;
				 c_in_reg<=c_in;
				 sum<=sum_net;
				c_out<=c_outnet;
				P<=P_net;
				G<=G_net;
			 end
		end 	 
 CLA_4_bit_Augmented cla(a_reg, b_reg, c_in_reg, sum_net, c_outnet,P_net,G_net);
endmodule
==> flow/run.sh <==
#!/bin/bash
# OpenROAD 26Q1-2900-gdf79404cd8, Yosys 0.63+post, stock flow scripts
make -C /OpenROAD-flow-scripts/flow DESIGN_CONFIG=/design/flow/config.mk WORK_HOME=/design/flow/orfs finish
==> flow/config.mk <==
export PLATFORM = sky130hd
export DESIGN_NAME = CLA_4_bit_Augmented_wrapper
export DESIGN_NICKNAME = CLA_4_bit_Augmented_wrapper
export VERILOG_FILES = /design/flow/design.v
export SDC_FILE = /design/flow/constraint.sdc
export NUM_CORES = 4
export LEC_CHECK = 1
export CORE_AREA = 10 10 85 85
export DIE_AREA = 0 0 95 95
==> flow/constraint.sdc <==
current_design CLA_4_bit_Augmented_wrapper

set clk_period 2.2
set clk_io_pct 0.2

create_clock -name clk0 -period $clk_period [get_ports {clk}]

set non_clock_inputs [all_inputs -no_clocks]
set_input_delay [expr $clk_period * $clk_io_pct] -clock clk0 $non_clock_inputs
set_output_delay [expr $clk_period * $clk_io_pct] -clock clk0 [all_outputs]
==> results.cfg <==
; synthesis and place-and-route metrics
[critical_path]
critPathLaunch = sum[2]$_SDFF_PP0_
worst-path-buf-inv = 1
cp_slowest_cell = clkdlybuf4s50_1
crit_family = buffers and inverters
critPathLaunchType = flip-flop
critPathRequiredTime_ns = 1.76
crit_path_end_kind = primary output
rrSetupSlack_ns = 0.78
worstPathArrival_ns = 1.03
path_cells = clkdlybuf4s50_1
critPathMaxStageDelay_ns = 0.47
crit_fanout = 1
crit_type = flip-flop to primary output
r2r_start = a_reg[2]$_SDFF_PP0_

[grt]
grt_overflow = 0
grt_max_degree = 10
grt_pass1_wl_mm = 2.090
track_usage = 0.02929
grt_pass1_vias = 454
antenna_found_initial = 0

[floorplan]
ioPinCount = 18
num_rows = 27
core-area_mm2 = 0.005473
die-width_um = 95
dieArea_mm2 = 0.009025
core_util_floorplan = 0.1125
die_h_um = 95

[drt]
dr.first_iter.drc_count = 24
ant_nets = 0
vias_per_cell = 3.013
diodes = 0
drt-total-wl_mm = 1.263
first_pass_iters = 4
route.detailed.drc = 0
wire_per_inst_um = 8.420
num_vias = 452

[min_path]
hold_start = c_in_reg$_SDFF_PP0_
worstHoldPathType = flip-flop to flip-flop

[timing]
fin_crit_sh = 0.6659
fmax_mhz = 682.6
finalWorstPathRequiredPeriod_ns = 1.465
report.final.setup_viol = 0
slew_violations = 0
holdWs_ns = 0.6108
slew_headroom = 0.8102
hold_viol = 0
fin_skew_ns = 0.002433
finalSetupTns_ns = 0
worstMarginPinSlew_ns = 0.2838
rsz0062_at_grt = no

[cts]
worstSkewPairLatency_ns = 0.24
holdBufCountCts = 0
postCtsSetupBuffers = 0
cts_buffer_depth = 2
cts.sinks = 16
cts_tree = done
clockRootBuffer = clkbuf_8
clk_pin_slew_ns = 0.06
cts_buffers = 3
htreeDepth = 1
cts-resized-gates = 0

[layout]
stdcell_count = 150
areaGrowthSynthToFinish_pct = 51.83
lay_top_count = clkdlybuf4s50_1
drive_above_1_share = 0.1026
lay_top_cells = clkdlybuf4s50_1, dfxtp_1, nor2b_1

[yosys]
ys_cells = 57
ys_types = 21
netlist_area_um2 = 615.6
yosys_warnings = 1
synth-seq-area-share = 0.5203
synth_flop_count = 16
syn_inst = 57
avgSynthCellArea_um2 = 10.80
ys_area_um2 = 615.6

[placement]
numPortBuffers = 17
numPlacedInstances = 146
gp_congestion = 0.8183
hpwl_mm = 1.043

[pwr]
p_per_area_mw_per_mm2 = 695.8
power.leakage_nw = 0.3690
peakVddDrop_v = 0.0005000
totalPowerFinal_mw = 0.6503

[job]
tool_warnings = 25
maxCapViolations = 0

[run_status]
status = completed
[metal layers]
metal  vias to the layer above  global-route usage  routed length, um
met1                       202             0.04019                652
met4                         0            0.002494                  0
met2                        16             0.04233                521
met5                         -                   0                  0
met3                         0             0.01442                 89
li1                        234                   -                  -
[power by group]
part / total [mW] / internal, mW / switching, mW
Sequential: 0.314 / 0.308 / 0.00600
Combinational: 0.0864 / 0.0548 / 0.0316
Clock: 0.250 / 0.158 / 0.0920
[cell type report]
| type | instances | area, um2 |
|---|---|---|
| clock buffers | 4 | 55.05 |
| well taps | 72 | 90.09 |
| repair buffers | 18 | 177.7 |
| fillers | 618 | 4538 |
| inverters | 4 | 15.01 |
| flip-flops and latches | 16 | 320.3 |
| multi-input cells | 36 | 276.5 |
[logic make-up (layout without fill, tap and decap cells)]
kind of cell / count (synthesis) / count (layout) / synth area share
xor gates and xnor gates: 1 / 1 / 0.01423
adders and majority gates: 5 / 5 / 0.1138
AOI/OAI and AO/OA: 9 / 9 / 0.1260
muxes: 1 / 1 / 0.02438
buffers and inverters: 5 / 26 / 0.03047
DFF: 16 / 16 / 0.5203
and+or+nand+nor: 20 / 20 / 0.1707
[synth_stat cells]
| cell | number | share of area |
|---|---|---|
| inv_1 | 4 | 0.024 |
| nor3_1 | 2 | 0.016 |
| a211oi_1 | 1 | 0.012 |
| a21o_1 | 1 | 0.012 |
| o311a_1 | 1 | 0.016 |
| a211oi_2 | 1 | 0.020 |
| xor2_1 | 1 | 0.014 |
| mux2_4 | 1 | 0.024 |
| o21bai_1 | 1 | 0.012 |
| o21ai_1 | 1 | 0.0081 |
| nand2_1 | 1 | 0.0061 |
| nor2_1 | 6 | 0.037 |
| ha_1 | 4 | 0.081 |
| fa_1 | 1 | 0.033 |
| and3_1 | 1 | 0.010 |
| dfxtp_1 | 16 | 0.52 |
| nor2b_1 | 10 | 0.10 |
| a221oi_1 | 1 | 0.014 |
| a21o_2 | 1 | 0.014 |
| clkbuf_1 | 1 | 0.0061 |
| a221o_1 | 1 | 0.016 |
[per-stage QoR]
step / worst slack (ns) / cell area, um2 / util
after floorplan: 0.8588 / 615.6 / -
final: 0.7349 / 934.6 / 0.1708
after global routing: 0.6775 / 934.6 / 0.1708
after CTS: 0.7031 / 934.6 / 0.1708
after global placement: 0.6263 / 879.6 / 0.1607
after detailed placement: 0.6251 / 879.6 / 0.1607
[path summary, 6_finish.rpt]
| path | to | depth (start not counted) |
|---|---|---|
| worst max-delay path | sum[2] | 1 |
| worst min-delay path | c_out$_SDFF_PP0_ | 2 |
| worst max register to register | c_out$_SDFF_PP0_ | 4 |
| worst min register to register | c_out$_SDFF_PP0_ | 2 |
