==> flow/design.v <==
`timescale 1ns / 1ps
module CLA_16_bit_ripple(a, b, c_in, sum, c_out);
    input [15:0] a, b;
    input c_in;
    output [15:0] sum;
    output c_out;
    wire [2:0] c;
    CLA_4_bit cla1(.a(a[3:0]), .b(b[3:0]), .c_in(c_in), .sum(sum[3:0]), .c_out(c[0]));
    CLA_4_bit cla2(.a(a[7:4]), .b(b[7:4]), .c_in(c[0]), .sum(sum[7:4]), .c_out(c[1]));
    CLA_4_bit cla3(.a(a[11:8]), .b(b[11:8]), .c_in(c[1]), .sum(sum[11:8]), .c_out(c[2]));
    CLA_4_bit cla4(.a(a[15:12]), .b(b[15:12]), .c_in(c[2]), .sum(sum[15:12]), .c_out(c_out));
endmodule
`timescale 1ns / 1ps
module CLA_4_bit(a, b, c_in, sum, c_out);
    input [3:0] a, b;
    input c_in;
    output [3:0] sum;
    output c_out;
    wire [3:0] p, g;         
    wire [3:0] c;            
    assign p = a ^ b;        
    assign g = a & b;        
    assign c[0] = c_in;
    assign c[1] = g[0] | (p[0] & c_in);
    assign c[2] = g[1] | (p[1] & g[0]) | (p[1] & p[0] & c_in);
    assign c[3] = g[2] | (p[2] & g[1]) | (p[2] & p[1] & g[0]) | (p[2] & p[1] & p[0] & c_in);
    assign c_out = g[3] | (p[3] & g[2]) | (p[3] & p[2] & g[1]) | (p[3] & p[2] & p[1] & g[0]) | (p[3] & p[2] & p[1] & p[0] & c_in);
    assign sum = p ^ c;
endmodule
`timescale 1ns / 1ps
module wrapper(input clk,input rst,  input [15:0] a, input [15:0] b, input c_in, output reg [15:0] sum,  output reg c_out);
      reg [15:0] a_reg;
		reg [15:0] b_reg;
		reg c_in_reg;
		wire [15:0] sum_net;
		wire c_outnet;
		always @(posedge clk)
		   begin 
			  if(rst)
			    begin 
				   a_reg<=16'b0;
					b_reg<=16'b0;
					c_in_reg<=0;
					sum<= 16'b0;
					c_out<=0;
				 end
			else 
			begin
			    a_reg<=a;
				 b_reg<=b;
				 c_in_reg<=c_in;
				 sum<=sum_net;
				c_out<=c_outnet;
			 end
		end 	 
 CLA_16_bit_ripple cla(a_reg, b_reg, c_in_reg, sum_net, c_outnet);
endmodule 
==> flow/run.sh <==
#!/bin/bash
# OpenROAD 26Q1-2900-gdf79404cd8, Yosys 0.63+post, stock flow scripts
make -C /OpenROAD-flow-scripts/flow DESIGN_CONFIG=/design/flow/config.mk WORK_HOME=/design/flow/orfs finish
==> flow/config.mk <==
export PLATFORM = sky130hd
export DESIGN_NAME = wrapper
export DESIGN_NICKNAME = wrapper
export VERILOG_FILES = /design/flow/design.v
export SDC_FILE = /design/flow/constraint.sdc
export NUM_CORES = 4
export LEC_CHECK = 1
export CORE_UTILIZATION = 40
==> flow/constraint.sdc <==
current_design wrapper

set clk_period 6.7
set clk_io_pct 0.2

create_clock -name clk0 -period $clk_period [get_ports {clk}]

set non_clock_inputs [all_inputs -no_clocks]
set_input_delay [expr $clk_period * $clk_io_pct] -clock clk0 $non_clock_inputs
set_output_delay [expr $clk_period * $clk_io_pct] -clock clk0 [all_outputs]
==> job_summary.md <==
### Yosys + OpenROAD results

| Metric | Value |
|---|---|
| Status | `finished clean` |
| Top Layout Cells | `dfxtp_1 (50), clkdlybuf4s50_1 (50), nor2b_1 (38), ha_1 (16), nor2_1 (13)` |
| Die width | `~74 µm` |
| Worst-skew pair later-pin latency | `0.29 ns` |
| Crit Path Class | `in2reg` |
| RSZ-0062 raised after global routing | `false` |
| Final worst setup slack | `approximately 4.2 ns` |
| Post-CTS setup buffers | `0` |
| Async SR Flop Fraction | `0%` |
| Cell area leaders | `dfxtp_1 (48%), nor2b_1 (11%), ha_1 (9.6%)` |
| Rows | `25` |
| Final setup TNS | `0 ns` |
| Synth warnings | `1` |
| Final non-filler cell total | `316` |
| Yosys Instances | `197` |
| Post-DR vias/cell | `4.65` |
| Synth Flop Type | `dfxtp_1` |
| Aggregate global-route resource usage | `about 14%` |
| Final cell area excluding filler cells | `2740 µm²` |
| Initial antenna violation count | `0` |
| Gr ovfl total | `0` |
| Final Util | `56.1%` |
| DIE HEIGHT | `74.1 µm` |
| DP Worst Slack | `3.91 ns` |
| Synth flops | `~50` |
| Port bufs | `51` |
| Synth-to-Final Area Change | `31.6%` |
| Syn Area/Cell | `10.6 µm²` |
| Fin crit period | `~2.5 ns` |
| Hold crit path type | `reg2reg` |
| Cell type with the largest total area | `dfxtp_1` |
| Fp util | `between 40% and 50%` |
| Filler cells | `460` |
| Final setup violation count | `0` |
| Critical Path End Type | `register` |
| Worst-path fanout max | `approximately 55` |
| Top cell area share | `48.1%` |
| Placeable Area | `~5000 µm²` |
| Number of enable flip-flop cells | `0` |
| VDD IR max | `0.0000939 V` |
| Final-report hold violation count | `0` |
| First-pass GRT wire length | `5780 µm` |
| Synth Instances | `197` |
| Hpwl dp | `2390 µm` |
| Slew Viols, Final | `0` |
| Setup Skew | `roughly 0.0068 ns` |
| Synthesis area per yosys | `2080 µm²` |
| Tightest Pin Transition | `approximately 0.62 ns` |
| Final GP Congestion | `about 0.81` |
| Post-cts sizing count | `0` |
| Worst Setup Start Kind | `primary input` |
| Overall die area | `5500 µm²` |
| CP Data Arrival Time | `2.69 ns` |
| Slew HR | `58.6%` |
| Sink Count | `50` |
| Largest net degree at the start of global routing | `56` |
| Register share after synthesis | `about half` |
| Deepest clock path buffer count | `2` |
| Pwr dens | `214 nW/µm²` |
| CTS buffer count | `5` |
| Share of cells above drive strength 1 | `roughly 6%` |
| CTS Hold Bufs | `0` |
| H-tree levels | `2` |
| Via Count | `1468` |
| Worst-path clk slew | `about 0.080 ns` |
| Vias in the first global route | `between 1000 and 1500` |
| Stage-log warning count | `25` |
| Post-DP Area | `between 2000 and 3000 µm²` |
| Fmax | `405 MHz` |
| DRC viols | `0` |
| Root Buffer | `clkbuf_8` |
| WL final | `approximately 3300 µm` |
| Placed Cells | `310` |
| CTS tree | `done` |
| Wire length per cell | `10.3 µm` |
| Starting DRT DRC Count | `between 60 and 70` |
| Netlist cell types | `39` |
| WHS Path Cells | `3` |
| Routed Antenna Nets | `0` |
| Post-Syn Area | `~2100 µm²` |
| Cycle use final | `36.9%` |
| Max-Cap Viols | `0` |
| P_leak | `1.16 nW` |
| N_diodes | `0` |
| Worst R2R Path Depth | `9` |
| Worst EP required | `about 7 ns` |
| TritonRoute pass-1 iters | `4` |
| Top-Level Pins | `52` |
==> kinds of logic (layout without fill, tap and decap cells) <==
| kind of cell | Yosys count | after routing | synth area share [%] |
|---|---|---|---|
| flops | 50 | 50 | 48.1 |
| fa+ha+maj | 20 | 20 | 13.5 |
| xor+xnor | 6 | 6 | 2.52 |
| compound gates | 31 | 31 | 12.1 |
| simple gates | 77 | 77 | 20.8 |
| mux | 2 | 2 | 1.08 |
| buf+inv | 11 | 63 | 1.98 |
==> worst paths after layout <==
| path | slack [ns] | startpoint | to |
|---|---|---|---|
| min reg2reg | 0.60 | c_in_reg | sum[0] |
| max reg2reg | 4.32 | a_reg[2] | sum[13] |
| max | 4.23 | rst | sum[15] |
| min | 0.60 | c_in_reg | sum[0] |
==> worst max-delay path, cell delays in order <==
cell and delay, ns:
buf_2 0.10, buf_4 0.28, or3_1 0.35, or4_1 0.53, o211ai_2 0.08
==> power by group <==
part	switching, W	leakage (nW)	internal, W
Combinational	0.0000360	0.701	0.0000602
Sequential	0.00000650	0.416	0.000317
Clock	0.0000852	0.0431	0.0000796
Total	0.000128	1.16	0.000457
==> final cells by class <==
cell class / instances / area, µm² / share of cell area [%]
Multi-Input combinational cell: 136 / 1040 / 38.0
Inverter: 5 / 18.8 / 0.685
Timing Repair Buffer: 52 / 513 / 18.7
Sequential cell: 50 / 1000 / 36.5
Clock buffer: 6 / 82.6 / 3.02
Tap cell: 67 / 83.8 / 3.06
==> metrics by stage <==
stage,power (W),hold slack [ns]
2_1_floorplan,0.000381,0.573
3_3_place_gp,0.000428,0.590
3_5_place_dp,0.000428,0.593
4_1_cts,0.000595,0.604
5_1_grt,0.000623,0.643
6_report,0.000585,0.603
==> per-layer routing <==
| layer | share of wire, % | vias up | global-route usage [%] |
|---|---|---|---|
| li1 | - | 773 | - |
| met1 | 49 | 650 | 19.9 |
| met2 | 44 | 40 | 22.3 |
| met3 | 5.2 | 5 | 3.30 |
| met4 | 1.8 | 0 | 1.92 |
| met5 | 0 | - | 0 |
==> cells in the mapped netlist (2+ instances only) <==
cell type	instances
dfxtp_1	50
nor2b_1	38
ha_1	16
nor2_1	13
nand2_1	9
a21o_1	7
a21oi_1	7
clkbuf_1	5
inv_1	5
nor3_1	5
fa_1	4
o21ai_0	4
xnor2_1	4
a311oi_1	2
mux2_2	2
nand4_1	2
xor2_1	2
Power figures rest on the tool's default switching activity, not on a simulated workload.
