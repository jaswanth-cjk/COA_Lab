<file path="./config.mk">
export PLATFORM = sky130hd
export DESIGN_NAME = CLA_16_bit_LAC_wrapper
export DESIGN_NICKNAME = CLA_16_bit_LAC_wrapper
export VERILOG_FILES = /design/flow/design.v
export SDC_FILE = /design/flow/constraint.sdc
export NUM_CORES = 4
export LEC_CHECK = 1
export CORE_UTILIZATION = 30
</file>
<file path="./constraint.sdc">
current_design CLA_16_bit_LAC_wrapper

set clk_period 2.6
set clk_io_pct 0.2

create_clock -name clk0 -period $clk_period [get_ports {clk}]

set non_clock_inputs [all_inputs -no_clocks]
set_input_delay [expr $clk_period * $clk_io_pct] -clock clk0 $non_clock_inputs
set_output_delay [expr $clk_period * $clk_io_pct] -clock clk0 [all_outputs]
</file>
<file path="./design.v">
`timescale 1ns / 1ps
module CLA_16_bit_LAC(a, b, c_in, sum, c_out, P, G);
    input [15:0] a, b;
    input c_in;
    output [15:0] sum;
    output c_out, P, G;
    wire [3:0] p, g, c;
    CLA_4_bit_Augmented cla1(.a(a[3:0]), .b(b[3:0]), .c_in(c_in), .sum(sum[3:0]), .c_out(), .P(p[0]), .G(g[0]));
    CLA_4_bit_Augmented cla2(.a(a[7:4]), .b(b[7:4]), .c_in(c[1]), .sum(sum[7:4]), .c_out(), .P(p[1]), .G(g[1]));
    CLA_4_bit_Augmented cla3(.a(a[11:8]), .b(b[11:8]), .c_in(c[2]), .sum(sum[11:8]), .c_out(), .P(p[2]), .G(g[2]));
    CLA_4_bit_Augmented cla4(.a(a[15:12]), .b(b[15:12]), .c_in(c[3]), .sum(sum[15:12]), .c_out(), .P(p[3]), .G(g[3]));
    Lookahead_Carryunit lcu(.p(p), .g(g), .c_in(c_in), .c(c), .c_out(c_out), .P(P), .G(G));
endmodule
`timescale 1ns / 1ps
module CLA_16_bit_LAC_wrapper(input clk,input rst,  input [15:0] a, input [15:0] b, input c_in, output reg [15:0] sum,  output reg c_out,output reg P, output reg G);
      reg [15:0] a_reg;
		reg [15:0] b_reg;
		reg c_in_reg;
		wire [15:0] sum_net;
		wire c_outnet;
		wire P_net;
		wire G_net;
		always @(posedge clk)
		   begin 
			  if(rst)
			    begin 
				   a_reg<=16'b0;
					b_reg<=16'b0;
					c_in_reg<=0;
					sum<= 16'b0;
					c_out<=0;
					P<=0;
					G<=0;
				 end
			else 
			begin
			    a_reg<=a;
				 b_reg<=b;
				 c_in_reg<=c_in;
				 sum<=sum_net;
				c_out<=c_outnet;
				P<=P_net;
				G<=G_net;
			 end
		end 	 
 CLA_16_bit_LAC cla(a_reg, b_reg, c_in_reg, sum_net, c_outnet,P_net,G_net);
endmodule 
`timescale 1ns / 1ps
module CLA_4_bit_Augmented(a, b, c_in, sum, c_out, P, G);
	 input [3:0] a, b;
    input c_in;
    output [3:0] sum;
    output c_out, P, G;
    wire [3:0] p;             
	 wire [3:0] g;            
    wire [3:0] c;            
    assign p = a ^ b;        
    assign g = a & b;        
    assign c[0] = c_in;
    assign c[1] = g[0] | (p[0] & c_in);
    assign c[2] = g[1] | (p[1] & g[0]) | (p[1] & p[0] & c_in);
    assign c[3] = g[2] | (p[2] & g[1]) | (p[2] & p[1] & g[0]) | (p[2] & p[1] & p[0] & c_in);
    assign sum = p ^ c;
    assign P = p[3] & p[2] & p[1] & p[0];
    assign G = g[3] | (p[3] & g[2]) | (p[3] & p[2] & g[1]) | (p[3] & p[2] & p[1] & g[0]);
    assign c_out = G + (P & c_in);
endmodule
`timescale 1ns / 1ps
module Lookahead_Carryunit(p, g, c_in, c, c_out, P, G);
    input [3:0] p, g;
    input c_in;
    output [3:0] c;
    output c_out;
	 output P;
	 output G;
    assign c[0] = c_in;
    assign c[1] = g[0] | (p[0] & c[0]);
    assign c[2] = g[1] | (p[1] & g[0]) | (p[1] & p[0] & c[0]);
    assign c[3] = g[2] | (p[2] & g[1]) | (p[2] & p[1] & g[0]) | (p[2] & p[1] & p[0] & c[0]);
    assign c_out = g[3] | (p[3] & g[2]) | (p[3] & p[2] & g[1]) | (p[3] & p[2] & p[1] & g[0]) | (p[3] & p[2] & p[1] & p[0] & c[0]);
    assign P = p[3] & p[2] & p[1] & p[0];
    assign G = g[3] | (p[3] & g[2]) | (p[3] & p[2] & g[1]) | (p[3] & p[2] & p[1] & g[0]);
endmodule
</file>
<file path="./run.sh">
#!/bin/bash
# OpenROAD 26Q1-2900-gdf79404cd8, Yosys 0.63+post, stock flow scripts
make -C /OpenROAD-flow-scripts/flow DESIGN_CONFIG=/design/flow/config.mk WORK_HOME=/design/flow/orfs finish
</file>
==> reports/results.tsv <==
stage	metric	value	unit
layout	drive_gt1_frac	0.0749	
clocking	clock-sinks	52	
sta	setup_viol	0	
clocking	hold_buffers	0	
sta	hold_viol	0	
clocking	root_buffer	clkbuf_8	
pwr	vdd_drop_max	0.266	mV
sta	worstMarginPinSlew	0.759	ns
setup_path	critical_path.startpoint	a_reg[1]	
floorplanning	fp_util	0.313	
setup_path	max_stage_delay	0.38	ns
layout	logic_area	1080	um^2
detailed_routing	diodes	0	
pwr	leakage	0.00122	uW
setup_path	worstReg2RegStart	a_reg[1]	
clocking	clkLatencyLatePin	0.30	ns
clocking	clock_path_buffers	2	
placed_design	dp_cells	354	
setup_path	worstSetupStartpointType	flop	
job	warnings	25	
setup_path	reg2reg_setup_slack	0.18	ns
layout	final-seq-area	1040	um^2
placed_design	gp_congestion	0.834	
clocking	path_clk_slew	0.08	ns
setup_path	crit_required	2.77	ns
clocking	cts_tree	built	
grt	use_met2	0.184	
yosys	ys.flops	52	
floorplanning	core	6870	um^2
floorplanning	die_w	86.7	um
placed_design	port_buffers	53	
grt	antenna_found_initial	0	
detailed_routing	drtIter0Drc	50	
sta	clock.fmax	0.413	GHz
yosys	topCombFamilyByArea	simple AND/OR/NAND/NOR gates	
yosys	mux_share	0.0105	
setup_path	path_max_fanout	6	
yosys	syn-cell-area	2150	um^2
grt	grt_pass1_vias	1463	
setup_path	cp-end-kind	flop	
yosys	synth.distinct_cells	39	
floorplanning	die_h	86.7	um
grt	use_met3	0.0222	
detailed_routing	avgRoutedWirePerCell	10.3	um
worst_hold_path	min_path_type	flop to flop	
layout	finalNonFillerCells	363	
yosys	simple_gate_area_frac	0.208	
setup_path	path_class	flop to flop	
grt	busiest_layer	met2	
layout	synthToLayoutAreaGrowth	36.5	%
setup_path	r2r_cells	9	
sta	fin_crit	2.42	ns
yosys	synthFlopType	dfxtp_1	
yosys	ys_chip_area	2150	um^2
yosys	synth_cells	209	
yosys	synth-xor-area-share	0.0285	
grt	grt_overflow	0	
yosys	syn_area_per_cell	10.3	um^2
setup_path	worst-path-buf-inv	1	
yosys	yosys.stat.seqShare	0.484	
sta	setup_tns	0	ns
pwr	cellPowerDensity	565	nW/um^2
setup_path	reg2reg_to	sum[13]	
sta	rsz0062_at_grt	no	
grt	use_met1	0.144	
setup_path	cp_slowest_cell	fa_1	
grt	grt_pass1_wl	6.15	mm
job	maxCapViolCount	0	
sta	clock_skew	0.00678	ns
yosys	synth-edff-count	0	
detailed_routing	ant_nets	0	
status	status	finished clean	
detailed_routing	vias	1586	
sta	finalCritPeriodShare	0.930	
placed_design	hpwl	2.84	mm
clocking	cts-buffers-inserted	5	
grt	grtUsageTotal	0.107	
detailed_routing	route.detailed.drc	0	
detailed_routing	vias_per_cell	4.37	
floorplanning	io_pins	54	
setup_path	critical_path_depth	9	
yosys	ys_cells	209	
yosys	adder_share	0.130	
grt	grt_max_degree	30	
floorplanning	die-area	7510	um^2
setup_path	crit_end	sum[13]	
sta	max_slew_margin	0.481	
setup_path	crit_path_cell_trace	ha_1, and3_1, a221oi_2, inv_2, a21bo_2, a21o_1, fa_1, xnor2_1, nor2_1	
floorplanning	num_rows	30	
yosys	aoi_share	0.113	
clocking	htreeDepth	2	
detailed_routing	drtPass1Iterations	4	
yosys	async_flop_share	0	
layout	fillers	667	
setup_path	cp_data_arrival_time	2.59	ns
detailed_routing	wl	3.75	mm
sta	slew_viol_final	0	
yosys	yosysWarnings	1	
setup_path	crit_family	AND-OR/OR-AND gates	
## per-layer routing
metal	routed length, um	vias up
li1	-	824
met1	1760	716
met2	1750	39
met3	185	7
met4	53	0
met5	0	-
## power breakdown
part	total, uW	switching [uW]	internal (uW)	leakage (uW)
sequential	870	19.5	851	0.000432
clock	522	237	285	0.0000552
combinational	267	98.5	168	0.000731
total	1660	355	1300	0.00122
## cells by family after synthesis
logic type               after synthesis
AND-OR/OR-AND                         33
XOR/XNOR                               7
adder cells (fa/ha/maj)               20
buffers and inverters                 15
flip-flops                            52
multiplexers                           2
AND/OR/NAND/NOR                       80
## worst reg2reg max path: stages, from the launching register on
cell,delay (ns)
dfxtp_1,0.31
ha_1,0.33
and3_1,0.20
a221oi_2,0.30
inv_2,0.09
a21bo_2,0.25
a21o_1,0.21
fa_1,0.38
xnor2_1,0.16
nor2_1,0.06
## through the flow
step / util / hold WS (ns) / area [um^2] / total power (uW) / worst slack, ns
floorplan: - / 0.443 / 2150 / 1020 / 0.251
global placement: 0.407 / 0.485 / 2800 / 1150 / 0.183
detailed placement: 0.407 / 0.486 / 2800 / 1150 / 0.135
CTS: 0.423 / 0.499 / 2900 / 1680 / 0.0720
global route: 0.428 / 0.555 / 2940 / 1750 / 0.0408
finish: 0.428 / 0.493 / 2940 / 1660 / 0.181
## Yosys cell counts, types with 2 or more instances
master | number | area, um^2
nor2_1 | 17 | 63.8
o21ai_0 | 2 | 10.0
xor2_1 | 2 | 17.5
ha_1 | 16 | 200
nor3b_1 | 2 | 15.0
fa_1 | 4 | 80.1
a221oi_1 | 2 | 17.5
a21oi_1 | 6 | 30.0
nor3_1 | 2 | 10.0
o211ai_1 | 2 | 15.0
nor2b_1 | 37 | 231
inv_1 | 6 | 22.5
clkbuf_1 | 8 | 30.0
xnor2_1 | 5 | 43.8
nand3b_1 | 3 | 22.5
a211o_1 | 2 | 17.5
nand3_1 | 6 | 30.0
a21o_1 | 8 | 60.1
nand2_1 | 6 | 22.5
and4_1 | 2 | 17.5
dfxtp_1 | 52 | 1040
and3_1 | 2 | 12.5
## cells in the final DEF, fill, tap and decap left out, types with 3 or more instances in the layout
master / synthesis / routed
a21o_1: 8 / 8
a21oi_1: 6 / 6
buf_4: 0 / 5
clkbuf_8: 0 / 5
clkdlybuf4s50_1: 0 / 52
dfxtp_1: 52 / 52
fa_1: 4 / 4
ha_1: 16 / 14
inv_1: 6 / 6
nand2_1: 6 / 6
nand3_1: 6 / 6
nand3b_1: 3 / 3
nor2_1: 17 / 17
nor2b_1: 37 / 37
xnor2_1: 5 / 5
## area by class of cell
| type | instances | area share |
|---|---|---|
| tap | 96 | 0.0409 |
| clock buffer | 6 | 0.0247 |
| multi-input combinational | 142 | 0.367 |
| clock inverter | 2 | 0.0119 |
| timing repair buffer | 58 | 0.192 |
| sequential | 52 | 0.354 |
| inverter | 7 | 0.00895 |
## timing repair
item,in CTS,in global routing
gates resized,0,2
setup endpoints to repair,0,1
buffers inserted,0,1
## how the worst min path moves through the flow
stage	from	to	slack (ns)	cells after the start
CTS	c_in_reg	c_out	0.50	2
finish	c_in_reg	c_out	0.49	2
global route	c_in_reg	c_out	0.56	2
Power is estimated from default activity; no workload was simulated.
